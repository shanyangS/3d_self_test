==> /design/flow/design.v <==
module regfile (
	input wire clk,
    input wire en,
    input wire[191:0] data_in,
    output reg shift_out
);
    reg[191:0] rf;
    initial begin
        rf = 'b0;
        shift_out = 'b0;
    end
    always @(posedge clk) begin
        if(~en)
            rf <= data_in;
        else begin
            rf <= {rf[190:0],1'b0};
        end
    end
    always@(posedge clk)
        shift_out <= rf[191];
endmodule
==> /design/flow/run.sh <==
#!/bin/bash
# OpenROAD 26Q1-2900-gdf79404cd8, Yosys 0.63+post, stock flow scripts
make -C /OpenROAD-flow-scripts/flow DESIGN_CONFIG=/design/flow/config.mk WORK_HOME=/design/flow/orfs finish
==> /design/flow/config.mk <==
export PLATFORM = sky130hd
export DESIGN_NAME = regfile
export DESIGN_NICKNAME = regfile
export VERILOG_FILES = /design/flow/design.v
export SDC_FILE = /design/flow/constraint.sdc
export NUM_CORES = 4
export LEC_CHECK = 1
export CORE_UTILIZATION = 50
==> /design/flow/constraint.sdc <==
current_design regfile

set clk_period 1.0
set clk_io_pct 0.2

create_clock -name clk0 -period $clk_period [get_ports {clk}]

set non_clock_inputs [all_inputs -no_clocks]
set_input_delay [expr $clk_period * $clk_io_pct] -clock clk0 $non_clock_inputs
set_output_delay [expr $clk_period * $clk_io_pct] -clock clk0 [all_outputs]
==> flow_metrics.env <==
# source this file to load flow results
export IMPL_antenna_found_initial=0
export IMPL_setup_slack_ns=-0.000499
export IMPL_hold_class="primary input to register"
export IMPL_timing_rr_end="rf[190]"
export IMPL_numSynthFlops=193
export IMPL_cts_setup_buffers=0
export IMPL_ys_area_sq_um=6250
export IMPL_drtAntennaViolNets=0
export IMPL_tightest_slew_ns=0.246
export IMPL_warning_count=28
export IMPL_avgRoutedWirePerCell_um=13.0
export IMPL_drv_cap=0
export IMPL_async_flop_share=0
export IMPL_cts_made_buffers=17
export IMPL_fin_crit_sh=1.00
export IMPL_cp_slowest_cell="dfxtp_1"
export IMPL_drc_errors=0
export IMPL_cts_sinks=193
export IMPL_gp_congestion=0.769
export IMPL_synth_top_cells_by_count="dfxtp_1, mux2_2, buf_6"
export IMPL_met1_length_mm=4.46
export IMPL_r2r_slack_ns=0.33
export IMPL_startpoint="shift_out"
export IMPL_slew_headroom=0.836
export IMPL_cp_end_kind="primary output"
export IMPL_cellPowerDensity_nw_per_um2=1870
export IMPL_track_usage=0.171
export IMPL_syn_to_final_growth_pct=40.8
export IMPL_htree_levels=4
export IMPL_period_minus_slack_ns=1.00
export IMPL_initial_utilization=0.516
export IMPL_cts_tree="yes"
export IMPL_rows=40
export IMPL_clock_skew_ns=0.00424
export IMPL_routed_top_layer="met4"
export IMPL_fmax_mhz=1000
export IMPL_grt_start_max_net_pins=48
export IMPL_cp_max_fo=1
export IMPL_dr_wl_met3_um=923
export IMPL_swShare=0.187
export IMPL_viasPerCell=4.51
export IMPL_avgSynthCellArea_sq_um=15.4
export IMPL_synth_warnings=1
export IMPL_dpl_cell_area_sq_um=8260
export IMPL_stdcell_area_sq_um=8800
export IMPL_ys_cells=406
export IMPL_power_mw=16.5
export IMPL_ctsHoldBuffers=0
export IMPL_p_clk_frac=0.367
export IMPL_first_iter_violations=119
export IMPL_gr_total_overflow=0
export IMPL_slowest_delay_ns=0.29
export IMPL_insertion_delay_ns=0.41
export IMPL_post_dp_hpwl_mm=7.15
export IMPL_fillers=845
export IMPL_setup_viol=1
export IMPL_r2r_start="rf[189]"
export IMPL_ys_types=5
export IMPL_combPwrFrac=0.106
export IMPL_power_frac_seq=0.526
export IMPL_r2r_cells=1
export IMPL_critPathKind="register to primary output"
export IMPL_most_common_cell="dfxtp_1"
export IMPL_syn_instance_count=406
export IMPL_status="finished, violations left"
export IMPL_path_clk_slew_ns=0.06
export IMPL_cts_buffer_depth=2
export IMPL_power_net_switching_mw=3.09
export IMPL_drive_above_1_share=0.368
export IMPL_grt_pass1_wl_mm=16.7
export IMPL_core_area_sq_um=12100
export IMPL_crit_chain="buf_2"
export IMPL_crit_path_end="shift_out"
export IMPL_p_int_mw=13.4
export IMPL_violations="negative setup slack"
export IMPL_start_kind="register"
export IMPL_grt_pass1_vias=3603
export IMPL_clockRootBuffer="clkbuf_16"
export IMPL_edf_count=0
export IMPL_irDropWorstVdd_v=0.00149
export IMPL_path_delay_family="flip-flops"
export IMPL_dr_pass1_iters=5
export IMPL_die_h_um=114
export IMPL_ios=195
export IMPL_required_ns=0.80
export IMPL_yosysTopAreaCellShare=0.618
export IMPL_synthFlopType="dfxtp_1"
export IMPL_cts_resized=3
export IMPL_wl_met2_mm=4.74
export IMPL_slew_violations=0
export IMPL_die_x_um=114
export IMPL_pre_cts_slack_ns=-0.108
export IMPL_hold_violations=0
export IMPL_wl_mm=10.2
export IMPL_io_buffers=194
export IMPL_cp_num_buf_inv=1
export IMPL_power_leakage_nw=3.46
export IMPL_netlist_area_sq_um=6250
export IMPL_arrival_ns=0.80
export IMPL_synth_seq_share=0.618
export IMPL_topCellsByArea="dfxtp_1, mux2_2, buf_6"
export IMPL_yosys_area_top_type="dfxtp_1"
export IMPL_cp_depth=1
export IMPL_rsz0062_at_grt="true"
export IMPL_num_vias=3533
export IMPL_die_area_sq_um=13000
-- final cells by class --
type | instances | area [sq um] | area share
sequential | 193 | 3860 | 0.439
multi-input combinational | 192 | 2160 | 0.245
timing repair buffer | 199 | 2030 | 0.230
clock buffer | 25 | 515 | 0.0586
tap | 168 | 210 | 0.0239
clock inverter | 5 | 27.5 | 0.00313
antenna | 1 | 2.50 | 0.000284
-- metal layers --
metal  global-route usage  vias to the layer above
met3               0.0661                        5
li1                     -                     1801
met5                    0                        -
met4               0.0208                        0
met1                0.242                     1617
met2                0.270                      110
-- sequential cells by signal, indices dropped and copies added (netlist names) --
name,flops
rf,192
shift_out,1
-- power by group through the flow --
stage         Sequential (mW)  Combinational [mW]  Clock (mW)
finish                   8.67                1.75        6.05
global route             8.74                1.91        6.63
CTS                      8.68                1.78        6.24
-- through the flow --
stage	hold slack [ns]	instances	setup TNS (ns)	util
finish	0.105	783	-0.000499	0.727
global route	0.0913	782	-0.0458	0.727
CTS	0.0851	782	-0.0264	0.727
detailed placement	0.315	752	-14.80	0.682
global placement	0.312	752	-11.47	0.682
floorplan	0.310	406	0	-
-- cell families after synthesis --
group,after synthesis,synth area share
buffers and inverters,21,0.0368
flip-flops,193,0.618
multiplexers,191,0.344
AND/OR/NAND/NOR,1,0.00100
-- how the worst min path moves through the flow --
stage,from,endpoint,slack [ns],cells after the start
after CTS,en,rf[13],0.09,2
after global routing,en,rf[13],0.09,2
final,en,rf[13],0.10,2
-- placed cells by master, fill, tap and decap left out --
master,n
mux2_2,191
nor2b_1,1
clkinvlp_4,1
clkinv_2,4
clkbuf_8,6
dfxtp_1,193
buf_4,1
clkbuf_1,2
diode_2,1
buf_2,1
clkdlybuf4s50_1,192
buf_12,4
buf_6,1
clkbuf_16,17
No activity file was given, so power comes from the tool's default toggle rates.
