### flow/run.sh
#!/bin/bash
# OpenROAD 26Q1-2900-gdf79404cd8, Yosys 0.63+post, stock flow scripts
make -C /OpenROAD-flow-scripts/flow DESIGN_CONFIG=/design/flow/config.mk WORK_HOME=/design/flow/orfs finish
### flow/config.mk
export PLATFORM = sky130hd
export DESIGN_NAME = eight_bit_cnt
export DESIGN_NICKNAME = eight_bit_cnt
export VERILOG_FILES = /design/flow/design.v
export SDC_FILE = /design/flow/constraint.sdc
export NUM_CORES = 4
export LEC_CHECK = 1
export CORE_AREA = 10 10 72 72
export DIE_AREA = 0 0 82 82
### flow/constraint.sdc
current_design eight_bit_cnt

set clk_period 2.4
set clk_io_pct 0.2

create_clock -name clk0 -period $clk_period [get_ports {clk}]

set non_clock_inputs [all_inputs -no_clocks]
set_input_delay [expr $clk_period * $clk_io_pct] -clock clk0 $non_clock_inputs
set_output_delay [expr $clk_period * $clk_io_pct] -clock clk0 [all_outputs]
### flow/design.v
module eight_bit_cnt (
    input wire clk, trig,
    output reg[8:0] count,
    output reg en
);
    reg trig_pulse;
    reg trig_reg;
    reg[8:0] c_reg;
    initial begin
        c_reg = 'b0;
        count = 'b0;
    end
    always @(posedge clk) begin
        if (trig_reg == 1'b1 && trig == 1'b0) 
            trig_pulse <= 1'b1;
        else 
            trig_pulse <= 1'b0;
        trig_reg <= trig;
    end
    always@(posedge clk) begin
        c_reg <= c_reg + 1'b1;
    end
    always@(posedge clk) begin
        if (trig_pulse && en)
            count <= c_reg;
    end
    always@(posedge clk) begin
    	en = c_reg[8];
    end
endmodule
==> out/metrics.yaml <==
max-cap-violations: 0
finalHoldViolCount: 0
gp_congestion: 0.6464
slew_headroom_pct: 72.47
cts_setup_buffers: 0
top_cells_by_count: "dfxtp_1, edfxtp_1, xnor2_1"
antennaDiodeCount: 0
cts_buffers: 3
hp-start: "c_reg[8]$_DFF_P_"
syn_area_um2: 655.6
synth_warnings: 1
warnings: 25
holdCritPathClass: "reg -> reg"
synth_top_area_share_pct: 41.22
post-route-min-period_ns: 1.522
top_area_cell: "edfxtp_1"
first_global_vias: 339
crit_fanout: 1
flop_cell: "dfxtp_1"
drc: 0
stdcell_area_um2: 872.1
clockRootBuffer: "clkbuf_8"
hold-path-cell-count: 0
wl_um: 925
cts_resized: 0
grt_use_total_pct: 2.996
crit_path_start: "count[0]$_DFFE_PP_"
drtAntennaViolNets: 0
crit_path_cell_trace: "clkdlybuf4s50_1"
worst-path-stages: 1
critPathTopFamily: "buffers and inverters"
most_common_cell: "dfxtp_1"
grt_max_degree: 13
worstMarginPinSlew_ns: 0.4130
r2r-start: "c_reg[0]$_DFF_P_"
vias: 331
grt_pass1_wl_mm: 1.538
die_h_um: 82
cts.clk_slew.worst_paths_ns: 0.07
report.final.slew_viol_count: 0
die_w_um: 82
wire_per_inst_um: 8.810
comb_area_um2: 141.4
numPortBuffers: 11
clockBufferDepth: 2
core_area_um2: 3689
worstPathArrival_ns: 1.04
max_stage_delay_ns: 0.46
cp_slowest_cell: "clkdlybuf4s50_1"
cellPowerDensity_nw_per_um2: 676.4
syn_to_final_growth_pct: 33.02
avgSynthCellArea_um2: 15.61
cts_sinks: 21
antenna_found_initial: 0
cts.htree.levels: 1
crit_type: "reg -> out"
first_pass_iters: 2
area_leaders: "edfxtp_1, dfxtp_1, xnor2_1"
r2r_cells: 4
dpl_cell_area_um2: 825.8
io_pins: 12
edf_count: 9
ys_types: 14
async_flop_share_pct: 0
fp_util_pct: 17.77
cts_tree: "yes"
drive_gt1_share_pct: 8.772
viasPerCell: 3.152
status: "finished clean"
critPathBufInv: 1
regArea_um2: 510.5
hold_buffers: 0
fmax_ghz: 0.6571
rows: 22
ir_worst_vdd_mv: 0.1893
synth_flop_count: 21
ys_seq_share_pct: 77.86
ys_area_um2: 655.6
rsz0062_at_grt: "no"
min_period_over_period_pct: 63.41
netlist_instances: 42
fin_worst_skew_ns: 0.001717
die-area_um2: 6724
grt_overflow_total: 0
ys_cells: 42
nFillCells: 386
drtIter0Drc: 26
p_leak_nw: 0.2855
startpoint_type: "flop"
setup_viol: 0
crit_required_ns: 1.92
cp-end-kind: "primary output"
setup_tns_ns: 0
worstSkewPairLatency_ns: 0.25
cells in the final DEF (no fill, tap or decap):
cell type        instances
dfxtp_1                 12
clkdlybuf4s50_1         11
edfxtp_1                 9
xnor2_1                  4
nand3_1                  3
nand2_1                  3
xor2_1                   3
clkbuf_8                 3
and4_1                   1
nand4_1                  1
nor3_2                   1
nor2_1                   1
inv_1                    1
nor2b_1                  1
and2_1                   1
ha_1                     1
clkinv_2                 1
cell type report:
cell class                 instances  area share, %
clock buffer                       3          4.735
multi-input combinational         20          16.21
timing repair buffer              11          12.63
sequential                        21          58.54
clock inverter                     1         0.5739
tap                               48          6.887
inverter                           1         0.4304
where the power goes:
group / internal, mW / switching [mW] / total, mW
logic: 0.00185 / 0.000643 / 0.00249
registers: 0.371 / 0.000316 / 0.371
clock network: 0.115 / 0.101 / 0.216
total: 0.488 / 0.102 / 0.590
routing by layer:
layer  vias up  global-route usage (%)  wire length (um)
met4         0                   1.020                17
met5         -                       0                 0
li1        172                       -                 -
met3         2                   1.762               112
met1       149                   3.827               422
met2         8                   4.154               374
worst paths after layout:
check | end | slack [ns]
setup / recovery | count[0] | 0.88
hold / removal | en$_DFF_P_ | 0.39
setup reg to reg | c_reg[8]$_DFF_P_ | 1.22
hold reg to reg | en$_DFF_P_ | 0.39
worst register-to-register path: cells and delay by family (launching register included):
| kind | cells | cell delay, ns |
|---|---|---|
| flops | 1 | 0.39 |
| fa+ha+maj | 1 | 0.22 |
| simple gates | 2 | 0.34 |
| xor+xnor | 1 | 0.14 |
cells by family (layout without fill, tap and decap cells):
family                   count (synthesis)  after routing  synth area share, %
flip-flops                              21             21                77.86
buffers and inverters                    1             16               0.5720
adder cells (fa/ha/maj)                  1              1                1.908
AND/OR/NAND/NOR                         12             12                10.31
XOR/XNOR                                 7              7                9.351
stage by stage:
stage	hold WS [ns]	instances	setup WS, ns	power, mW	utilization, %
after global routing	0.4121	105	0.8323	0.6141	23.64
after CTS	0.3869	105	0.8449	0.5987	23.64
after floorplan	0.3604	42	1.290	0.3797	-
after global placement	0.3700	101	1.128	0.3816	22.39
after detailed placement	0.3773	101	1.129	0.3818	22.39
final	0.3862	105	0.8782	0.5899	23.64
Power is estimated from default activity; no workload was simulated.
